## ./run.sh

```bash
#!/bin/bash
# OpenROAD 26Q1-2900-gdf79404cd8, Yosys 0.63+post, stock flow scripts
make -C /OpenROAD-flow-scripts/flow DESIGN_CONFIG=/design/flow/config.mk WORK_HOME=/design/flow/orfs finish
```

## ./config.mk

```make
export PLATFORM = sky130hd
export DESIGN_NAME = outUNIT
export DESIGN_NICKNAME = outUNIT
export VERILOG_FILES = /design/flow/design.v
export SDC_FILE = /design/flow/constraint.sdc
export NUM_CORES = 4
export LEC_CHECK = 1
export CORE_AREA = 10 10 73 73
export DIE_AREA = 0 0 83 83
```

## ./constraint.sdc

```tcl
current_design outUNIT

set clk_period 8.7
set clk_io_pct 0.2

create_clock -name clk0 -period $clk_period

set non_clock_inputs [all_inputs -no_clocks]
set_input_delay [expr $clk_period * $clk_io_pct] -clock clk0 $non_clock_inputs
set_output_delay [expr $clk_period * $clk_io_pct] -clock clk0 [all_outputs]
```

## ./design.v

```verilog
module add3
(
input [3:0] in,
output reg [3:0] out
);
always @ (in)
case (in)
4'b0000: out = 4'b0000;
4'b0001: out = 4'b0001;
4'b0010: out = 4'b0010;
4'b0011: out = 4'b0011;
4'b0100: out = 4'b0100;
4'b0101: out = 4'b1000;
4'b0110: out = 4'b1001;
4'b0111: out = 4'b1010;
4'b1000: out = 4'b1011;
4'b1001: out = 4'b1100;
default: out = 4'b0000;
endcase
endmodule
module binary2bcd
(
	input [7:0] A,
	output [3:0] ONES, TENS,
	output [1:0] HUNDREDS
);
	wire [3:0] c1,c2,c3,c4,c5,c6,c7;
	wire [3:0] d1,d2,d3,d4,d5,d6,d7;
	assign d1 = {1'b0,A[7:5]};
	assign d2 = {c1[2:0],A[4]};
	assign d3 = {c2[2:0],A[3]};
	assign d4 = {c3[2:0],A[2]};
	assign d5 = {c4[2:0],A[1]};
	assign d6 = {1'b0,c1[3],c2[3],c3[3]};
	assign d7 = {c6[2:0],c4[3]};
	assign ONES = {c5[2:0],A[0]};
	assign TENS = {c7[2:0],c5[3]};
	assign HUNDREDS = {c6[3],c7[3]};
	add3 m1(d1,c1);
	add3 m2(d2,c2);
	add3 m3(d3,c3);
	add3 m4(d4,c4);
	add3 m5(d5,c5);
	add3 m6(d6,c6);
	add3 m7(d7,c7);
endmodule
module binary2hex(
input [3:0]BIN,
output reg [0:6]HEX);
always@(*) begin
case(BIN[3:0])
    4'b0000: {HEX[0:6]} = 7'b0000001;  
	 4'b0001: {HEX[0:6]} = 7'b1001111;  
	 4'b0010: {HEX[0:6]} = 7'b0010010;  
	 4'b0011: {HEX[0:6]} = 7'b0000110;  
	 4'b0100: {HEX[0:6]} = 7'b1001100;  
	 4'b0101: {HEX[0:6]} = 7'b0100100;  
	 4'b0110: {HEX[0:6]} = 7'b0100000;  
	 4'b0111: {HEX[0:6]} = 7'b0001111;  
	 4'b1000: {HEX[0:6]} = 7'b0000000;  
	 4'b1001: {HEX[0:6]} = 7'b0001100;  
	 4'b1010: {HEX[0:6]} = 7'b0001000;  
	 4'b1011: {HEX[0:6]} = 7'b1100000;  
	 4'b1100: {HEX[0:6]} = 7'b0110001;  
	 4'b1101: {HEX[0:6]} = 7'b1000010;  
	 4'b1110: {HEX[0:6]} = 7'b0110000;  
	 4'b1111: {HEX[0:6]} = 7'b0111000;  
	 endcase
  end
 endmodule
module halfADDER (s, cout, a, b);
	input a, b;
	output s, cout;
	and (cout, a, b);
	xor (s, a, b);
endmodule
module outUNIT(
	input [7:0] SW7,
	output HEX3,
	output[0:6] HEX2, HEX1, HEX0);
	wire[7:0]sigMAG;
	wire[3:0]ones;
	wire[3:0]tens;
	wire[1:0]hundreds;
twoSIGN twoSIGN
(
	.A(SW7) ,	 
	.B(sigMAG[7:0]) 	 
);
defparam twoSIGN .N = 8;
binary2bcd binary2bcd
(
	.A(sigMAG) ,	 
	.ONES(ones) ,	 
	.TENS(tens) ,	 
	.HUNDREDS(hundreds) 	 
);
binary2hex one
(
	.BIN(ones) ,	 
	.HEX(HEX0) 	 
);
binary2hex ten
(
	.BIN(tens) ,	 
	.HEX(HEX1) 	 
);
binary2hex hundered
(
	.BIN(hundreds) ,	 
	.HEX(HEX2) 	 
);
assign HEX3 = ~SW7[7];
endmodule
module twoSIGN #(parameter N = 8)
(
	input [N-1:0] A,
	output [N-1:0] B
	);
	wire [N:0] ha;
	assign ha[0] = A[N-1];
		genvar i;
		generate
			for(i=0; i<N; i=i+1)
				begin: twosFor
					halfADDER halfADDER_inst1
					(
						.s(B[i]) ,  
						.cout(ha[i+1]) ,  
						.a((A[i])^(A[N-1])) ,  
						.b(ha[i])  
					);
				end
		endgenerate
endmodule
```

==> qor.csv <==
stage,metric,value,unit
drt,dr.pass1.iters,4,
critical_path,critPathSlowestCell,clkdlybuf4s50_1,
timing,worst_pin_slew,0.5148,ns
power_and_ir_drop,leakagePower,0.7439,nW
synthesis,syn_area,1423,um^2
critical_path,critical_path_depth,19,
flow_run,maxCapViolCount,0,
die,die_w,83,um
critical_path,arrival,6.58,ns
die,die_h,83,um
timing,slew_viol_final,0,
die,core_area,3744,um^2
place,port_buffers,29,
layout,lay_top_cells,"clkdlybuf4s50_1, ha_1, nand2_1, inv_1, nor2_1",
worst_hold_path,hold_end,HEX3,
critical_path,worstSetupPathType,in2out,
power_and_ir_drop,cellPowerDensity,159.0,nW/um^2
drt,drt_iter0_drc,103,
synthesis,synth_seq_share,0,%
clocking,postCtsSetupBuffers,0,
drt,vias,1409,
drt,detail_route.wl_per_cell,13.08,um
layout,clkbuf_count,0,
layout,syn_to_final_growth,22.34,%
flow_run,warnings,41,
die,ioPinCount,30,
place,place_hpwl,2594,um
critical_path,startpoint_type,input port,
timing,period_used_share,95.63,%
timing,max_slew_margin,65.68,%
critical_path,end_kind,primary output,
drt,wirelength,3388,um
timing,rsz0062_at_grt,no,
layout,seq_cell_count,0,
synthesis,avgSynthCellArea,7.527,um^2
critical_path,crit_chain,clkdlybuf4s50_1 -> inv_1 -> ha_1 -> ha_1 -> ha_1 -> ha_1 -> ha_1 -> ha_1 -> ha_2 -> and4bb_1 -> or4_4 -> a22o_1 -> a211o_4 -> mux2_2 -> inv_1 -> ha_1 -> nor3_1 -> a221oi_1 -> clkdlybuf4s50_1,
clocking,postCtsResizedCells,0,
layout,lay_top_count,clkdlybuf4s50_1,
critical_path,critical_path_required,6.96,ns
timing,hold_viol,0,
synthesis,largest_area_cell,ha_1,
synthesis,yosysWarnings,3,
global_route,grt_max_degree,20,
layout,nFillCells,380,
die,dieArea,6889,um^2
worst_hold_path,worstHoldStart,SW7[7],
synthesis,ys_cells,189,
global_route,grt-ovfl-total,0,
worst_hold_path,min_path_cells,4,
die,rows,22,
status,status,"finished, final reports clean",
global_route,antenna_found_initial,0,
layout,seq_area,0,um^2
synthesis,top_cell_area_share,16.71,%
drt,ant_nets,0,
global_route,grt_pass1_wl,5878,um
critical_path,slowest_delay,0.51,ns
global_route,grt_usage,9.182,%
timing,fmax,0.1202,GHz
layout,combGateArea,1274,um^2
drt,antenna_cells,0,
power_and_ir_drop,ir_drop,0.09256,mV
layout,drive_gt1_share,14.69,%
synthesis,area_leaders,"ha_1, mux2i_1, xor2_1, inv_1, nand2_1",
timing,period_minus_slack,8.320,ns
synthesis,ys_area,1423,um^2
synthesis,netlist_instances,189,
timing,setup_viol,0,
synthesis,ys_types,69,
timing,tns,0,ns
critical_path,path_delay_family,adder cells,
layout,postLayoutCoreUtil,46.49,%
die,initial_core_util,38.00,%
worst_hold_path,hp-class,in2out,
critical_path,cp_common_cell,ha_1,
place,place.gp.congestion,0.8509,
critical_path,critical_path_buf_inv_count,4,
critical_path,critPathMaxFanout,15,
drt,vias_per_cell,5.440,
clocking,ctsHoldBuffers,0,
drt,drc,0,
global_route,grt_pass1_vias,1330,
[kinds of logic (layout without fill, tap and decap cells)]
logic type	Yosys count	count (layout)	synth area share, %
other cells	1	1	0.2636
mux	8	8	5.805
fa+ha+maj	20	20	17.41
buf+inv	30	52	11.17
xor+xnor	8	8	4.925
simple gates	68	68	30.08
compound gates	54	54	30.34
[where the power goes]
part / switching [W] / internal (W)
combinational: 0.000126 / 0.000151
sequential: 0 / 0
clock: 0 / 0
total: 0.000126 / 0.000151
[cells in the mapped netlist (5+ instances only)]
cell	n
nand2b_1	6
nand2_1	13
inv_1	13
o21ai_0	9
mux2i_1	6
buf_2	5
ha_1	19
xor2_1	6
nor2_1	10
a21oi_1	7
nor2b_1	5
[final cells by class]
cell class                      instances  share of cell area, %
Inverter                               15                  3.235
Multi-Input combinational cell        159                  73.18
Tap cell                               48                  3.451
Timing Repair Buffer                   37                  20.13
[worst max path at each step]
| stage | startpoint | to | slack [ns] |
|---|---|---|---|
| global route | SW7[7] | HEX0[6] | 0.009 |
| CTS | SW7[0] | HEX1[0] | 0.26 |
| finish | SW7[0] | HEX1[0] | 0.38 |
[through the flow]
step | hold slack, ns | setup WS (ns) | instance area [um^2] | cells | total power (W)
2_1_floorplan | 3.730 | 1.472 | 1423 | 189 | 0.0001719
3_3_place_gp | 4.650 | 0.3086 | 1730 | 259 | 0.0002793
3_5_place_dp | 4.638 | 0.2853 | 1730 | 259 | 0.0002767
4_1_cts | 4.645 | 0.2608 | 1730 | 259 | 0.0002803
5_1_grt | 4.701 | 0.009432 | 1740 | 259 | 0.0003154
6_report | 4.633 | 0.3800 | 1740 | 259 | 0.0002767
[layer usage]
layer,up-vias,global-route usage (%),part of all wire (%)
li1,748,-,-
met1,630,12.80,52
met2,31,14.39,41
met3,0,2.657,7.2
met4,0,0,0
met5,-,0,0
Power figures rest on the tool's default switching activity, not on a simulated workload.
