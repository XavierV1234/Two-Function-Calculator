<file path="flow/config.mk">
export PLATFORM = sky130hd
export DESIGN_NAME = eightbitCount
export DESIGN_NICKNAME = eightbitCount
export VERILOG_FILES = /design/flow/design.v
export SDC_FILE = /design/flow/constraint.sdc
export NUM_CORES = 4
export LEC_CHECK = 1
export CORE_AREA = 10 10 70 70
export DIE_AREA = 0 0 80 80
</file>
<file path="flow/constraint.sdc">
current_design eightbitCount

set clk_period 2.1
set clk_io_pct 0.2

create_clock -name clk0 -period $clk_period [get_ports {COUNT}]

set non_clock_inputs [all_inputs -no_clocks]
set_input_delay [expr $clk_period * $clk_io_pct] -clock clk0 $non_clock_inputs
set_output_delay [expr $clk_period * $clk_io_pct] -clock clk0 [all_outputs]
</file>
<file path="flow/run.sh">
#!/bin/bash
# OpenROAD 26Q1-2900-gdf79404cd8, Yosys 0.63+post, stock flow scripts
make -C /OpenROAD-flow-scripts/flow DESIGN_CONFIG=/design/flow/config.mk WORK_HOME=/design/flow/orfs finish
</file>
<file path="flow/design.v">
module eightbitCount #(parameter N = 8) (
input COUNT, CLEAR,
output reg [N-1:0] y);  
always @ (posedge COUNT, negedge CLEAR)
if (CLEAR==1'b0) y <= 0;  
else
y <= y + 1'b1;  
endmodule
</file>
==> node_exporter_impl.prom <==
# HELP chip_impl_metric Metrics from one implementation run
# TYPE chip_impl_metric gauge
chip_impl_info{name="status",value="finished, final reports clean"} 1
chip_impl_metric{name="viasPerCell",unit=""} 2.55
chip_impl_metric{name="post_cts_resize_count",unit=""} 0
chip_impl_metric{name="clk_transition_reported_paths",unit="ns"} 0.05
chip_impl_metric{name="drt_iter0_drc",unit=""} 7
chip_impl_metric{name="worst_slew_margin_rel",unit="%"} 74.6
chip_impl_metric{name="detail_route.wl_per_cell",unit="µm"} 8.91
chip_impl_metric{name="synth_to_final_area_change",unit="%"} 53.8
chip_impl_info{name="cts_root_buffer",value="sky130_fd_sc_hd__clkbuf_4"} 1
chip_impl_metric{name="cts_inserted_buffers",unit=""} 3
chip_impl_metric{name="totalWireLength",unit="µm"} 731
chip_impl_metric{name="drc",unit=""} 0
chip_impl_metric{name="power.leakage",unit="µW"} 0.000197
chip_impl_metric{name="place.gp.congestion",unit=""} 0.681
chip_impl_metric{name="log.warning_count",unit=""} 25
chip_impl_metric{name="global_route.overflow_total",unit=""} 0
chip_impl_metric{name="drtPass1Iterations",unit=""} 2
chip_impl_metric{name="syn_inst",unit=""} 24
chip_impl_metric{name="pin_count_of_the_biggest_net_entering_global_routing",unit=""} 9
chip_impl_metric{name="postPlaceCellArea",unit="µm²"} 464
chip_impl_metric{name="die_width",unit="µm"} 80
chip_impl_metric{name="yosys.stat.chipArea",unit="µm²"} 317
chip_impl_metric{name="count_of_distinct_cell_types_in_the_synthesized_netlist",unit=""} 11
chip_impl_metric{name="fp.dieArea",unit="mm²"} 0.00640
chip_impl_info{name="worstSetupPathType",value="register to primary output"} 1
chip_impl_metric{name="detail-route-antenna-nets",unit=""} 0
chip_impl_metric{name="final-hold-violation-count",unit=""} 0
chip_impl_metric{name="fp.dieH",unit="µm"} 80
chip_impl_metric{name="worst_slew_pin_slew",unit="ns"} 0.380
chip_impl_metric{name="final_design_area_no_fill",unit="µm²"} 487
chip_impl_metric{name="fin_tns_setup",unit="ns"} 0
chip_impl_metric{name="synth_area_per_cell",unit="µm²"} 13.2
chip_impl_info{name="end_kind",value="primary output"} 1
chip_impl_metric{name="grt_antenna_before_repair",unit=""} 0
chip_impl_metric{name="h-tree-depth",unit=""} 1
chip_impl_metric{name="final-setup-viol-count",unit=""} 0
chip_impl_metric{name="cap_viol_max_count",unit=""} 0
chip_impl_metric{name="combGateArea",unit="µm²"} 113
chip_impl_metric{name="final_cells",unit=""} 82
chip_impl_metric{name="cts-root-to-sink-buffers",unit=""} 2
chip_impl_metric{name="via_count",unit=""} 209
chip_impl_metric{name="area.sequential",unit="µm²"} 200
chip_impl_metric{name="placed_cells_incl_taps",unit=""} 79
chip_impl_metric{name="pin_count",unit=""} 10
chip_impl_metric{name="clock_skew_after_layout",unit="ns"} 0.00148
chip_impl_info{name="cts_tree",value="done"} 1
chip_impl_metric{name="whs",unit="ns"} 0.454
chip_impl_metric{name="post_route_cells_drive_above_1_share",unit="%"} 13.9
chip_impl_metric{name="count_of_input_and_output_buffers",unit=""} 9
chip_impl_metric{name="pwr_density_cell",unit="mW/mm²"} 565
chip_impl_metric{name="grt_pass1_wl",unit="mm"} 1.22
chip_impl_metric{name="detail_route.antenna_diodes",unit=""} 0
chip_impl_metric{name="cts_hold_repair.buffers",unit=""} 0
chip_impl_metric{name="timing.fmax",unit="MHz"} 614
chip_impl_metric{name="tritoncts_num_sinks",unit=""} 8
chip_impl_info{name="hold_path_class",value="primary input to async pin"} 1
chip_impl_metric{name="slew_viol_final",unit=""} 0
chip_impl_metric{name="finalWorstPathRequiredPeriod",unit="ns"} 1.63
chip_impl_metric{name="postSynthSeqShare",unit="%"} 63.2
chip_impl_info{name="critPathTopFamily",value="buffers and inverters"} 1
chip_impl_metric{name="path_buffers",unit=""} 1
chip_impl_info{name="slowest_stage",value="sky130_fd_sc_hd__clkdlybuf4s50_1"} 1
chip_impl_metric{name="detailed_place_hpwl",unit="µm"} 587
chip_impl_metric{name="placement_rows",unit=""} 21
chip_impl_metric{name="core",unit="mm²"} 0.00342
chip_impl_metric{name="grt_pass1_vias",unit=""} 246
chip_impl_metric{name="fp-utilization",unit="%"} 9.27
chip_impl_info{name="registers.top_by_ff_count",value="y"} 1
chip_impl_metric{name="fillers",unit=""} 392
chip_impl_metric{name="crit_arrival",unit="ns"} 1.21
chip_impl_info{name="rsz0062_at_grt",value="false"} 1
chip_impl_metric{name="yosys_register_bits",unit=""} 8
chip_impl_metric{name="utilization",unit="%"} 14.2
chip_impl_metric{name="ir_drop",unit="mV"} 0.262
chip_impl_metric{name="worstPathRequired",unit="ns"} 1.68
chip_impl_info{name="reg_top3",value="y x8"} 1
chip_impl_metric{name="synthesis.area",unit="µm²"} 317
chip_impl_info{name="crit_path_cell_trace",value="clkdlybuf4s50_1"} 1
chip_impl_metric{name="slowest_delay",unit="ns"} 0.52
chip_impl_metric{name="fin_crit_sh",unit="%"} 77.5
chip_impl_metric{name="post_cts_buffers",unit=""} 0
chip_impl_metric{name="yosys-stat-cells",unit=""} 24
chip_impl_metric{name="insertion_delay",unit="ns"} 0.25
chip_impl_metric{name="worstPathMaxFanout",unit=""} 5
chip_impl_metric{name="max_reg_flops",unit=""} 8
chip_impl_info{name="worstSetupStartpointType",value="register"} 1
chip_impl_metric{name="syn_warnings",unit=""} 1
chip_impl_metric{name="total_routing_usage_gr",unit="%"} 2.59
## placed cells by master, fill, tap and decap left out
cell / count
sky130_fd_sc_hd__clkdlybuf4s50_1: 9
sky130_fd_sc_hd__dfrtp_1: 8
sky130_fd_sc_hd__xor2_1: 3
sky130_fd_sc_hd__xnor2_1: 3
sky130_fd_sc_hd__clkbuf_4: 3
sky130_fd_sc_hd__nand2_1: 2
sky130_fd_sc_hd__nand3_1: 2
sky130_fd_sc_hd__nand3_2: 1
sky130_fd_sc_hd__nor3_2: 1
sky130_fd_sc_hd__and3_1: 1
sky130_fd_sc_hd__nor2_1: 1
sky130_fd_sc_hd__inv_1: 1
sky130_fd_sc_hd__ha_1: 1
## layout make-up
cell class / count / share of cell area [%]
clock buffer: 3 / 4.63
multi-input combinational: 15 / 23.1
tap: 46 / 11.8
timing repair buffer: 9 / 18.5
sequential: 8 / 41.1
inverter: 1 / 0.771
## path summary, 6_finish.rpt
check | cells past startpoint | to | from | slack [ns]
hold / removal | 1 | y[3] | CLEAR | 0.45
min in group clk0 | 1 | y[7] | y[7] | 0.46
setup reg to reg | 3 | y[7] | y[2] | 1.09
hold reg to reg | 1 | y[7] | y[7] | 0.46
setup / recovery | 1 | y[3] | y[3] | 0.47
max in group asynchronous | 1 | y[6] | CLEAR | 1.38
## synth_stat cells (all sizes together)
cell type / number / area, µm²
xor2: 3 / 26.3
nand2: 2 / 7.51
and3: 1 / 6.26
nor2: 1 / 3.75
nand3: 3 / 20.0
inv: 1 / 3.75
xnor2: 3 / 26.3
nor3: 1 / 10.0
dfrtp: 8 / 200
ha: 1 / 12.5
## report_power, final
group          leakage [µW]  internal, µW  switching (µW)  total, µW
logic             0.0000809          1.64            3.01       4.65
clock network     0.0000138          65.3            50.6        116
registers          0.000102           154               0        154
## per-layer routing
layer  vias up  wire [µm]  GRT usage [%]
li1        101          -              -
met1        97        438           3.78
met2        11        194           2.57
met3         0         98           2.50
met4         0          0          0.176
met5         -          0              0
## cell families (layout without fill, tap and decap cells)
kind of cell               count (synthesis)  count (layout)  share of synthesized area, %
DFF                                        8               8                          63.2
xor gates and xnor gates                   6               6                          16.6
and+or+nand+nor                            8               8                          15.0
buffers and inverters                      1              13                          1.18
adders and majority gates                  1               1                          3.95
## metrics by stage
stage	worst slack, ns	power (µW)
3_5_place_dp	0.756	162
4_1_cts	0.471	281
3_3_place_gp	0.762	162
6_report	0.472	275
5_1_grt	0.416	294
2_1_floorplan	1.19	157
Power is estimated from default activity; no workload was simulated.
